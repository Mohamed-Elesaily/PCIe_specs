File: flow/design.v
module Gen1_2_DataPath(
    input [511:0]Data_in,
    input [63:0]DK,
    input [63:0]valid,
    output [511:0]Data_out,
    input clk,
    output [63:0]dlpstart ,
    output [63:0]dlpend   ,
    output [63:0]tlpstart ,
    output [63:0]tlpedb   ,
    output [63:0]tlpend   ,
    output [63:0]valid_d
);
wire [63:0]tlp_or_dllp1;
wire [63:0]tlp_or_dllp2;
localparam N = 64;
wire [1:0]tlp_or_dllp_reg_in;
wire [1:0]tlp_or_dllp_reg_out;
assign Data_out = Data_in;
generate
    genvar i;
    for(i=0;i<64;i = i + 1)
        begin  : generate_checkbytes
          if(i == 0)
          begin
            check_byte CheckByte(
                .data_in(Data_in[8*(i+1)-1:8*i]),
                .tlp_or_dllp_in(tlp_or_dllp_reg_out),
                .valid(valid[i]),
                .DK(DK[i]),
                .type({valid_d[i],tlpstart[i],tlpend[i],dlpend[i],dlpstart[i],tlpedb[i]}),
                .tlp_or_dllp_out({tlp_or_dllp1[0],tlp_or_dllp2[0]})
            );  
          end
          else if (i == N-1) begin
              check_byte CheckByte(
                .data_in(Data_in[8*(i+1)-1:8*i]),
                .tlp_or_dllp_in({tlp_or_dllp1[62],tlp_or_dllp2[62]}),
                .valid(valid[i]),
                .DK(DK[i]),
                .type({valid_d[i],tlpstart[i],tlpend[i],dlpend[i],dlpstart[i],tlpedb[i]}),
                .tlp_or_dllp_out(tlp_or_dllp_reg_in)
            );  
          end
          else 
          begin
             check_byte CheckByte(
                .data_in(Data_in[8*(i+1)-1:8*i]),
                .tlp_or_dllp_in({tlp_or_dllp1[i-1],tlp_or_dllp2[i-1]}),
                .valid(valid[i]),
                .DK(DK[i]),
                .type({valid_d[i],tlpstart[i],tlpend[i],dlpend[i],dlpstart[i],tlpedb[i]}),
                .tlp_or_dllp_out({tlp_or_dllp1[i],tlp_or_dllp2[i]})
            );      
          end  
        end
endgenerate
reg [1:0] data_out_reg;
always @(posedge clk) begin
    data_out_reg <= tlp_or_dllp_reg_in;
end
assign tlp_or_dllp_reg_out = data_out_reg;
endmodule
module Gen_ctrl
 #( 
    parameter GEN1_PIPEWIDTH = 8 ,	
	parameter GEN2_PIPEWIDTH = 16 ,	
	parameter GEN3_PIPEWIDTH = 32 ,								
	parameter GEN4_PIPEWIDTH = 8 ,	
	parameter GEN5_PIPEWIDTH = 8 
)(
    input valid_pd,
    input [2:0]gen,
    input linkup,
    input [4:0]numberOfDetectedLanes,
    output sel,
    output [63:0]valid,
    output w
);
localparam gen1_sel = 3'd1;
localparam gen2_sel = 3'd2;
localparam gen3_sel = 3'd3;
localparam gen4_sel = 3'd4;
localparam gen5_sel = 3'd5;
localparam N = 64;
reg [63:0]valid_reg;
always @*
begin
    case (gen)
    gen1_sel: 
        case (numberOfDetectedLanes)
            5'b00001: valid_reg = {{(64 - (GEN1_PIPEWIDTH/8)*1){1'b0}},{(GEN1_PIPEWIDTH/8)*1{1'b1}}};
            5'b00010: valid_reg = {{(64 - (GEN1_PIPEWIDTH/8)*2){1'b0}},{(GEN1_PIPEWIDTH/8)*2{1'b1}}};
            5'b00100: valid_reg = {{(64 - (GEN1_PIPEWIDTH/8)*4){1'b0}},{(GEN1_PIPEWIDTH/8)*4{1'b1}}};
            5'b01000: valid_reg = {{(64 - (GEN1_PIPEWIDTH/8)*8){1'b0}},{(GEN1_PIPEWIDTH/8)*8{1'b1}}};
            default: valid_reg = {{(64 - (GEN1_PIPEWIDTH/8)*16){1'b0}},{(GEN1_PIPEWIDTH/8)*16{1'b1}}}; 
        endcase 
    gen2_sel:
        case (numberOfDetectedLanes)
            5'b00001: valid_reg = {{(64 - (GEN2_PIPEWIDTH/8)*1){1'b0}},{(GEN2_PIPEWIDTH/8)*1{1'b1}}};
            5'b00010: valid_reg = {{(64 - (GEN2_PIPEWIDTH/8)*2){1'b0}},{(GEN2_PIPEWIDTH/8)*2{1'b1}}};
            5'b00100: valid_reg = {{(64 - (GEN2_PIPEWIDTH/8)*4){1'b0}},{(GEN2_PIPEWIDTH/8)*4{1'b1}}};
            5'b01000: valid_reg = {{(64 - (GEN2_PIPEWIDTH/8)*8){1'b0}},{(GEN2_PIPEWIDTH/8)*8{1'b1}}};
            default: valid_reg = {{(64 - (GEN2_PIPEWIDTH/8)*16){1'b0}},{(GEN2_PIPEWIDTH/8)*16{1'b1}}}; 
        endcase 
    gen3_sel: 
        case (numberOfDetectedLanes)
            5'b00001: valid_reg = {{(64 - (GEN3_PIPEWIDTH/8)*1){1'b0}},{(GEN3_PIPEWIDTH/8)*1{1'b1}}};
            5'b00010: valid_reg = {{(64 - (GEN3_PIPEWIDTH/8)*2){1'b0}},{(GEN3_PIPEWIDTH/8)*2{1'b1}}};
            5'b00100: valid_reg = {{(64 - (GEN3_PIPEWIDTH/8)*4){1'b0}},{(GEN3_PIPEWIDTH/8)*4{1'b1}}};
            5'b01000: valid_reg = {{(64 - (GEN3_PIPEWIDTH/8)*8){1'b0}},{(GEN3_PIPEWIDTH/8)*8{1'b1}}};
            default: valid_reg = {{(64 - (GEN3_PIPEWIDTH/8)*16){1'b0}},{(GEN3_PIPEWIDTH/8)*16{1'b1}}}; 
        endcase 
    gen4_sel: 
        case (numberOfDetectedLanes)
            5'b00001: valid_reg = {{(64 - (GEN4_PIPEWIDTH/8)*1){1'b0}},{(GEN4_PIPEWIDTH/8)*1{1'b1}}};
            5'b00010: valid_reg = {{(64 - (GEN4_PIPEWIDTH/8)*2){1'b0}},{(GEN4_PIPEWIDTH/8)*2{1'b1}}};
            5'b00100: valid_reg = {{(64 - (GEN4_PIPEWIDTH/8)*4){1'b0}},{(GEN4_PIPEWIDTH/8)*4{1'b1}}};
            5'b01000: valid_reg = {{(64 - (GEN4_PIPEWIDTH/8)*8){1'b0}},{(GEN4_PIPEWIDTH/8)*8{1'b1}}};
            default: valid_reg = {{(64 - (GEN4_PIPEWIDTH/8)*16){1'b0}},{(GEN4_PIPEWIDTH/8)*16{1'b1}}}; 
        endcase 
    gen5_sel: 
        case (numberOfDetectedLanes)
            5'b00001: valid_reg = {{(64 - (GEN5_PIPEWIDTH/8)*1){1'b0}},{(GEN5_PIPEWIDTH/8)*1{1'b1}}};
            5'b00010: valid_reg = {{(64 - (GEN5_PIPEWIDTH/8)*2){1'b0}},{(GEN5_PIPEWIDTH/8)*2{1'b1}}};
            5'b00100: valid_reg = {{(64 - (GEN5_PIPEWIDTH/8)*4){1'b0}},{(GEN5_PIPEWIDTH/8)*4{1'b1}}};
            5'b01000: valid_reg = {{(64 - (GEN5_PIPEWIDTH/8)*8){1'b0}},{(GEN5_PIPEWIDTH/8)*8{1'b1}}};
            default: valid_reg = {{(64 - (GEN5_PIPEWIDTH/8)*16){1'b0}},{(GEN5_PIPEWIDTH/8)*16{1'b1}}}; 
        endcase 
    default:
    valid_reg = 64'b0;
    endcase
end
assign sel =(gen == gen1_sel | gen == gen2_sel)? 1'b0:1'b1;
assign w = valid_pd & linkup;
assign valid =(linkup)?valid_reg:64'b0;  
endmodule
module Gen_mux(
    input [511:0]data_in1,
    input [511:0]data_in2,
    input [383:0]bytetype1,
    input [383:0]bytetype2,
    input sel,
    output [511:0]data_out,
    output [383:0] ByteType
);
   assign data_out = sel? data_in2:data_in1;
   assign ByteType = sel? bytetype2:bytetype1;
endmodule
module check_byte(
    input   [7:0]data_in,
    input   [1:0]tlp_or_dllp_in, 
    input   valid,
    input   DK,
    output  [5:0]type,
    output  [1:0]tlp_or_dllp_out
);
    localparam STP = 8'b111_11011 ;
    localparam SDP = 8'b010_11100 ;
    localparam END = 8'b111_11101 ;
    localparam EDB = 8'b111_11110 ;
    localparam PAD = 8'b111_10111;
    localparam data       = 6'b100_000;
    localparam  not_valid = 6'b000_000;
    localparam tlpstart   = 6'b010_000;
    localparam tlpend     = 6'b001_000;
    localparam dllpend    = 6'b000_100;
    localparam dllpstart  = 6'b000_010;
    localparam tlpedb     = 6'b000_001;
    localparam tlp = 2'b01;
    localparam dllp = 2'b10;
    localparam not_valid_data = 2'b00 ;
    reg[5:0] type_reg;    
    reg [1:0]tlp_or_dllp_out_reg;
    reg [1:0]tlp_or_dllp_in_reg;
    always @*
    begin
        tlp_or_dllp_out_reg=tlp_or_dllp_in;
        type_reg=not_valid;  
        if(valid)begin
            if(DK)
            begin
              case (data_in)
            SDP:begin
                tlp_or_dllp_out_reg = dllp;
                type_reg = dllpstart;
            end 
            STP:begin
                    tlp_or_dllp_out_reg = tlp;  
                    type_reg = tlpstart;
                end
            END:begin
                if (tlp_or_dllp_in == dllp)
                    begin
                        tlp_or_dllp_out_reg = not_valid_data;
                        type_reg = dllpend;
                    end
                 if (tlp_or_dllp_in == tlp) begin
                    tlp_or_dllp_out_reg = not_valid_data;
                    type_reg = tlpend;     
                 end
                end    
            EDB: begin
                type_reg = tlpedb ;
                tlp_or_dllp_out_reg = not_valid_data;
                end             
            default:type_reg = not_valid; 
              endcase  
            end
            else 
            begin
              if(tlp_or_dllp_in != not_valid_data)begin 
               type_reg=data;
              end 
            end
        end
    end
assign type = type_reg;
assign tlp_or_dllp_out = tlp_or_dllp_out_reg;
endmodule
module packet_identifier #(
    parameter GEN1_PIPEWIDTH = 8 ,	
	parameter GEN2_PIPEWIDTH = 8 ,	
	parameter GEN3_PIPEWIDTH = 8 ,	
	parameter GEN4_PIPEWIDTH = 8 ,	
	parameter GEN5_PIPEWIDTH =8
)(
input [511:0]data_in,
input [63:0]DK,
input valid_pd,
input [2:0]gen,
input linkup,
input clk,
input [4:0]numberOfDetectedLanes,
output [511:0] data_out,
output [63:0]pl_valid,
output [63:0]pl_dlpstart,
output [63:0]pl_dlpend,
output [63:0]pl_tlpstart,
output [63:0]pl_tlpedb,
output [63:0]pl_tlpend,
output w
);
wire hld;
wire sel;
wire [63:0]valid;
wire [511:0]data;
wire [511:0]data_sel1;
wire [511:0]data_sel2;
wire [383:0] bytetype_sel1;
wire [63:0]DK_in;
wire [383:0] bytetype_sel2;
Gen1_2_DataPath gen1_2_db(
    .Data_in(data_in),
    .DK(DK),
    .valid(valid),
    .Data_out(data_sel1),
    .clk(clk),
    .dlpstart(bytetype_sel1[63:0]),
    .dlpend(bytetype_sel1[127:64]),
    .tlpstart(bytetype_sel1[191:128]),
    .tlpedb(bytetype_sel1[255:192]),
    .tlpend(bytetype_sel1[319:256]),
    .valid_d(bytetype_sel1[383:320])
);
Gen_ctrl #(
     .GEN1_PIPEWIDTH(GEN1_PIPEWIDTH),	
	 .GEN2_PIPEWIDTH(GEN2_PIPEWIDTH),	
	 .GEN3_PIPEWIDTH(GEN3_PIPEWIDTH),								
	 .GEN4_PIPEWIDTH(GEN4_PIPEWIDTH),	
	 .GEN5_PIPEWIDTH(GEN5_PIPEWIDTH)
) gen_ctrl(
    .valid_pd(valid_pd),
    .gen(gen),
    .linkup(linkup),
    .numberOfDetectedLanes(numberOfDetectedLanes),
    .sel(sel),
    .valid(valid),
    .w(w)
);
Gen_mux gen_mux(
    .data_in1(data_sel1),
    .data_in2(data_sel2),
    .bytetype1(bytetype_sel1),
    .bytetype2(bytetype_sel2),
    .sel(sel),
    .data_out(data_out),
    .ByteType({pl_valid,pl_tlpend,pl_tlpedb,pl_tlpstart,pl_dlpend,pl_dlpstart})
);
endmodule
File: flow/run.sh
#!/bin/bash
# OpenROAD 26Q1-2900-gdf79404cd8, Yosys 0.63+post, stock flow scripts
make -C /OpenROAD-flow-scripts/flow DESIGN_CONFIG=/design/flow/config.mk WORK_HOME=/design/flow/orfs finish
File: flow/config.mk
export PLATFORM = sky130hd
export DESIGN_NAME = packet_identifier
export DESIGN_NICKNAME = packet_identifier
export VERILOG_FILES = /design/flow/design.v
export SDC_FILE = /design/flow/constraint.sdc
export NUM_CORES = 4
export LEC_CHECK = 1
export CORE_AREA = 10 10 567 567
export DIE_AREA = 0 0 577 577
File: flow/constraint.sdc
current_design packet_identifier

set clk_period 20.2
set clk_io_pct 0.2

create_clock -name clk0 -period $clk_period [get_ports {clk}]

set non_clock_inputs [all_inputs -no_clocks]
set_input_delay [expr $clk_period * $clk_io_pct] -clock clk0 $non_clock_inputs
set_output_delay [expr $clk_period * $clk_io_pct] -clock clk0 [all_outputs]
==> results.ini <==
[floorplanning]
pin_count = 1484
num_rows = 204
chipArea_um2 = 332900
coreArea_um2 = 308800
fp-utilization_pct = 3.080
die.size.y_um = 577
die_width_um = 577

[setup_path]
crit_fanout = 6
reg2reg_depth = 21
cp_top_family = AND-OR/OR-AND gates
r2r_slack_ps = 12410
cp_data_arrival_time_ps = 13080
cp.buffers_inverters = 5
slowest_stage = clkdlybuf4s50_1
cp-start-kind = primary input
worst-setup-path-type = primary input to primary output
r2r-start = gen1_2_db.data_out_reg[1]
cp_common_cell = buf_4
crit_required_ps = 16160
slowest_delay_ps = 830
worstReg2RegEnd = gen1_2_db.data_out_reg[0]
end_kind = primary output

[synth]
synth_area_um2 = 9512
ys_cells = 1371
yosysTopAreaCell = buf_4
ys_area_um2 = 9512
yosys_warnings = 899
synth_flops = 2
async_flop_share_pct = 0
ff_type = dfxtp_1
topCellsByArea = buf_4 63%, nor3_1 2.5%, nor2_1 2.4%
post_synth_num_cell_types = 77
most_common_cell = buf_4
netlist_instances = 1371
yosysTopAreaCellShare_pct = 63.14
ys_seq_share_pct = 0.4209
edf_count = 0
syn_avg_cell_area_um2 = 6.938
ys_top_cells_by_count = 800 x buf_4, 61 x nor2_1, 56 x nand2_1

[worst_hold_path]
whs_path_depth = 18
hold_path_end = gen1_2_db.data_out_reg[1]
hold_start = gen1_2_db.data_out_reg[0]
hold_class = flop to flop

[drt]
drtIter0Drc = 448
viasPerCell = 1.599
vias = 8638
antenna_left = 0
wl_per_cell_um = 44.19
wirelength_um = 238800
drt_pass1_iterations = 5
drc = 0

[finish]
largest_reg_flops = 2
syn_to_final_growth_pct = 45.72
fin_cells = 5403
drive_above_1_share_pct = 5.929
fill_cells = 36830

[clock_tree]
cts.path.max_buffers = 2
cts_inserted_buffers = 3
h-tree-depth = 1
cts_root_buf = clkbuf_16
clk_pin_slew_ps = 30
cts_sinks = 2
cts_tree = built
clkLatencyLatePin_ps = 220
cts_hold_buf = 0
post_cts_resized = 0
cts_setup_buffers = 0

[flow_run]
warnings = 73
max_cap_viol_count = 0

[power_and_ir_drop]
vdd_drop_max_uv = 20.43
power_density_nw_per_um2 = 19.78
p_leak_uw = 0.003756

[global_route]
grt_start_max_net_pins = 24
grt_use_total_pct = 13.90
grt_pass1_wl_um = 256900
antenna_found_initial = 107
grt_pass1_vias = 8109
grt_overflow = 0

[placed_design]
gp_congestion = 0.8198
dp_slack_ps = 2781
place_inst = 5382
hpwl_um = 234600
port_buffers = 379

[timing]
setup_viol = 0
grt_setup_unrepaired = false
finalClockSkew_ps = 1.323
worst_slew_pin_slew_ps = 893.3
slew_violations = 0
finalHoldViolCount = 0
fin_crit_ps = 17120
fin_ws_ps = 3076
tns_ps = 0
max_freq_mhz = 58.40
fin_crit_sh_pct = 84.77
slew_headroom_pct = 39.69

[run_status]
status = complete, no violations

==> final cells by class <==
cell class	instances	area, um2	share of cell area, %
tap	4120	5155	37.19
multi-input combinational	818	4393	31.69
timing repair buffer	413	4044	29.17
inverter	29	108.9	0.7853
clock buffer	3	75.07	0.5416
antenna	18	45.04	0.3250
sequential	2	40.04	0.2889
==> report_power, final <==
group,total (uW),switching (uW),leakage (uW),internal [uW]
sequential,9.27,3.96,0.0000165,5.31
combinational,235,143,0.00370,91.8
clock,29.8,4.63,0.0000371,25.2
total,274,152,0.00376,122
==> cells in the final DEF, fill, tap and decap left out, drive strengths merged, types with 9 or more instances in the layout <==
cell type	instances
nor2	62
conb	288
o21ai	22
buf	36
nand4	19
nand3	32
nand3b	9
a211oi	14
nor3	53
and3	30
and2	13
inv	29
nor4b	12
nor4	26
diode	18
clkdlybuf4s50	377
nand2	56
a21oi	34
==> routing by layer <==
metal | global-route usage (%) | share of wire (%) | vias up
met4 | 1.994 | 2.2 | 32
met5 | 0 | 0.090 | -
met3 | 26.15 | 40 | 274
met2 | 19.95 | 40 | 1435
li1 | - | - | 3363
met1 | 7.141 | 17 | 3534
==> through the flow <==
stage	area, um2	utilization, %	total power [uW]	hold slack [ps]
3_3_place_gp	13740	4.449	253.8	4513
3_5_place_dp	13740	4.449	252.9	4529
4_1_cts	13820	4.473	284.9	4556
6_report	13860	4.488	274.2	4438
5_1_grt	13820	4.473	298.0	4741
2_1_floorplan	10590	-	176.5	2728
==> worst max path at each step <==
| stage | startpoint | endpoint | slack (ps) | cells after the start |
|---|---|---|---|---|
| 4_1_cts | linkup | pl_valid[15] | 2760 | 25 |
| 5_1_grt | linkup | pl_valid[15] | 2480 | 25 |
| 6_report | linkup | pl_tlpend[15] | 3080 | 25 |
==> cell families after synthesis <==
logic type | synth area share (%)
flip-flops | 0.4210
other | 0.03943
XOR/XNOR | 1.105
buffers and inverters | 64.81
AND-OR/OR-AND | 10.77
AND/OR/NAND/NOR | 22.85
==> worst register-to-register path, stage by stage, from the launching register on <==
cell and delay (ps):
dfxtp_1 490, nand4_1 210, o211ai_1 220, a221o_1 500, a21oi_2 200, a2111oi_4 350
o2bb2ai_1 250, o31a_1 560, o311a_1 460, or2_1 210, buf_4 220, a221oi_4 640
o211ai_1 290, nor4_1 520, nor4b_1 200, or4_1 550, a32oi_1 210, a31oi_1 150
buf_4 210, or3_4 420, a2111oi_4 350, o32a_1 440
No activity file was given, so power comes from the tool's default toggle rates.
