==> run.sh <==
#!/bin/bash
# OpenROAD 26Q1-2900-gdf79404cd8, Yosys 0.63+post, stock flow scripts
make -C /OpenROAD-flow-scripts/flow DESIGN_CONFIG=/design/flow/config.mk WORK_HOME=/design/flow/orfs finish
==> config.mk <==
export PLATFORM = sky130hd
export DESIGN_NAME = FIFOV2
export DESIGN_NICKNAME = FIFOV2
export VERILOG_FILES = /design/flow/design.v
export SDC_FILE = /design/flow/constraint.sdc
export NUM_CORES = 4
export LEC_CHECK = 1
export CORE_UTILIZATION = 30
==> constraint.sdc <==
current_design FIFOV2

set clk_period 58.8
set clk_io_pct 0.2

create_clock -name clk0 -period $clk_period [get_ports {pclk}]

set non_clock_inputs [all_inputs -no_clocks]
set_input_delay [expr $clk_period * $clk_io_pct] -clock clk0 $non_clock_inputs
set_output_delay [expr $clk_period * $clk_io_pct] -clock clk0 [all_outputs]
==> design.v <==
module FIFOV2(reset_n,data_in,wr,rd,wr_valid,pclk,STP_IN,SDP_IN,END_IN,length_in,length_out,empty,full,data_out,STP_OUT,SDP_OUT,END_OUT,rd_valid);
parameter depth=4;
input reset_n;
input wr;
input rd;
input pclk;
input[63:0] wr_valid;
input[63:0] STP_IN;
input[63:0] SDP_IN;
input[63:0] END_IN;
input[511:0] data_in;
input [79:0]length_in;
output reg full;
output reg empty;
output reg[63:0] rd_valid;
output reg[63:0] STP_OUT;
output reg[63:0] SDP_OUT;
output reg[63:0] END_OUT;
output reg[511:0] data_out;
output reg [79:0]length_out;
reg [847:0] FIFO [0:depth-1];
reg [1:0] writecounter;
reg [1:0] readcounter;
always @(posedge pclk) begin
 if (reset_n==1'b0) begin
   full<=1'b0;
  readcounter<=0;
  end
 if(wr==1'b1)begin 
  if (writecounter==readcounter)
   full<=1;
  else
   full<=0;
 end
  if (rd==1'b1) begin
    data_out<=FIFO[readcounter][511:0];
	STP_OUT<=FIFO[readcounter][575:512];
	SDP_OUT<=FIFO[readcounter][639:576];
	END_OUT<=FIFO[readcounter][703:640];
	rd_valid<=FIFO[readcounter][767:704];
	length_out<=FIFO[readcounter][847:768];
	readcounter<=readcounter+1;
	full<=0;
  end	
 else begin
  data_out<=512'b0;
  STP_OUT<=64'b0;
  SDP_OUT<=64'b0;
  END_OUT<=64'b0;
  rd_valid<=64'b0;
 end 	   
 end
 always @ (negedge pclk)begin
 if (reset_n==1'b0) begin
   writecounter<=0;
   empty<=1;
  end
  if (rd==1)begin
  if (readcounter==writecounter)
     empty<=1;
	else
	 empty<=0;
  end
 if(wr==1'b1)begin
  empty<=0;
  FIFO[writecounter][511:0]<=data_in;
  FIFO[writecounter][575:512]<=STP_IN;
  FIFO[writecounter][639:576]<=SDP_IN;
  FIFO[writecounter][703:640]<=END_IN;
  FIFO[writecounter][767:704]<=wr_valid;
  FIFO[writecounter][847:768]<=length_in;
  writecounter<=writecounter+1;
  end
 end
 endmodule
==> run notes <==
Figures from the flow reports.

Synth:
- Counting flops with a built-in enable in the synthesized netlist gives 3476.
- By area the synthesized netlist is led by sky130_fd_sc_hd__edfxtp_1 (72%), sky130_fd_sc_hd__mux4_2 (13%), sky130_fd_sc_hd__dfxtp_1 (11%), sky130_fd_sc_hd__and2_1 (3.3%), sky130_fd_sc_hd__buf_2 (0.34%).
- The run gives the dominant cell type by area after synthesis as sky130_fd_sc_hd__edfxtp_1.
- The run puts the total cell area reported by yosys after synthesis at 0.145 mm2.
- In the post-synthesis netlist, the cell with the most instances is sky130_fd_sc_hd__edfxtp_1.
- Yosys stat counts 6163 cells in the synthesized netlist.
- For this run, the number of Yosys warnings is 1.
- The run puts the register bit total from synthesis at 4246.
- The synthesis report gives the async set-or-reset register share as 0.
- Dividing the synthesized area by the synthesized cell count gives 23.6 um2.
- The run gives the dominant register cell as sky130_fd_sc_hd__edfxtp_1.
- The run puts the area share of the largest cell type after synthesis at 0.718.
- In the synthesized netlist, the cells that appear most often are sky130_fd_sc_hd__edfxtp_1 (3476), sky130_fd_sc_hd__mux4_2 (848), sky130_fd_sc_hd__and2_1 (774).
- The run gives the distinct cell type count of the synthesized netlist as 21.
- Of the synthesized area, sequential elements account for 0.824.
- The run gives the post-synthesis cell count as 6163.
- The run gives the synthesized cell area as 0.145 mm2.

Placement:
- The run gives the routability congestion estimate from global placement as 0.866.
- The run gives the final HPWL from detailed placement as 259 mm.
- The pre-CTS setup check shows a worst slack of 11.65 ns.
- The run gives the count of input and output buffers as 1701.

Timing:
- Setup repair after global routing left no endpoint under its margin.
- The run puts the aggregate negative setup slack at 0 ns.
- The run gives the relative max-transition margin as 0.296.
- The run gives the final critical-path setup slack as 12.66 ns.
- The run gives the actual slew at the worst max-slew pin as 1.05 ns.
- The run gives the final max-slew violation count as 0.
- The run gives the worst hold-check slack as 0.580 ns.
- Setup violations remaining at the end of the flow were counted as 0.
- The run gives the final clock skew as 0.0988 ns.
- The run puts the final hold violation count at 0.

Clock tree:
- The tree is rooted in a sky130_fd_sc_hd__clkbuf_16.
- The run puts the clock latency reported for the late side of the worst-skew pair at 0.99 ns.
- The run gives the level count of the clock H-tree as 5.
- In this run, post-CTS hold repair placed 0 buffers.
- The run gives the number of buffers created by CTS as 441.
- Per the post-CTS timing run, clock transition at the registers of the reported paths is 0.06 ns.
- The run gives the CTS tree as yes.
- Counting along the longest clock path gives a buffer depth of 4.
- The run gives the total setup buffers inserted after CTS as 0.
- The run gives the clock net sink count as 4246.
- The run gives the quantity of gates resized following cts as 0.

Critical path:
- The data arrival time reported for the critical path is 17.29 ns.
- The critical path is of the in -> reg type.
- The report lists the cells along the critical path as clkdlybuf4s50_1, and2_4, buf_4, buf_4, buf_4, buf_12, buf_4, buf_4, buf_4.
- The OpenROAD report gives the critical path a required time of 29.95 ns.
- The run gives the worst path buffer plus inverter count as 8.
- The cell family contributing the most delay on the critical path is buffers and inverters.
- By instance count, the cell type seen most on the critical path is sky130_fd_sc_hd__buf_4.
- STA classifies the critical path endpoint as a flop.
- The run puts the largest fanout on the critical path at 78.
- The run gives the stage delay of the slowest cell on the critical path as 0.68 ns.
- The critical path's slowest stage uses the library cell sky130_fd_sc_hd__clkdlybuf4s50_1.
- The run gives the kind of start point of the critical path as an input pin.

Finish:
- The run puts the filler cell count in the final layout at 41300.
- The run gives the share of final-layout standard cells stronger than drive strength 1 as 0.142.
- Between the synthesized netlist and the finished layout, the area growth was recorded as 36.5%.
- The run gives the core utilization of the finished layout as 0.411.

Power and ir drop:
- The run puts the power density of the placed cells at 39.6 mW/mm2.
- The run puts the leakage power total at 78.3 nW.
- The run gives the worst IR drop on VDD as 0.0000277 V.
- The run gives the overall power of the completed layout as 0.00787 W.

Global route:
- The number of global-route vias before repair is 84600.
- Entering global routing, the biggest net connects 98 pins.
- The run puts the initial antenna violation count at 259.
- The run puts the total congestion overflow at 0.
- In the global route stage, overall resource usage came out at 0.172.
- The run gives the wire length of the first global-routing pass as 565 mm.

Run:
- The logs give a warning total of 1032.
- The tool flagged a number of max-cap violations equal to 0.

Run status:
- The flow ran to the end, and the final reports show no timing, DRC or antenna violations.

Floorplanning:
- The run puts the area of the die at 0.487 mm2.
- The run puts the I/O pin count at 1702.
- The run gives the standard-cell row count as 255.
- The run gives the vertical die dimension as 698 um.
- The run puts the core area at 0.482 mm2.
- The run gives the core utilization before placement as 0.301.
- The run puts the width of the chip at 698 um.

Route:
- The run puts the overall via count from detail_route at 78800.
- The routed design shows a wire length per standard cell of 21.4 um.
- For this block, the initial DRC count from the detailed router was 4255.
- The run gives the via-per-instance ratio as 4.27.
- The run gives the post-route DRC violation count as 0.
- The count of nets left with antenna violations once routing finished came out at 0.
- Per the detailed-route log, wirelength across all metal layers totals 396 mm.
- The first detailed-routing pass took 5 iterations.

Hold path:
- The run gives the path class of the lowest-slack min-delay path as reg -> reg.
-- final timing paths --
| path | from | cells past startpoint | endpoint | slack, ns |
|---|---|---|---|---|
| setup reg to reg | readcounter[0] | 3 | empty | 27.99 |
| hold / removal | full | 2 | full | 0.58 |
| hold reg to reg | full | 2 | full | 0.58 |
| setup / recovery | wr | 9 | FIFO[1][357] | 12.66 |
-- stage by stage --
| stage | cell area, um2 | cells |
|---|---|---|
| global route | 198000 | 18400 |
| finish | 198000 | 18500 |
| global placement | 170000 | 14100 |
| CTS | 198000 | 18400 |
| detailed placement | 170000 | 14100 |
| floorplan | 145000 | 6163 |
-- sequential cells by signal, indices dropped and copies added (netlist names), 64 cells and up --
name and count:
data_out 512, length_out 80, STP_OUT 64, END_OUT 64, FIFO 3392, rd_valid 64, SDP_OUT 64
-- cells by family after synthesis --
logic type / after synthesis / synth area share
adder cells (fa/ha/maj): 4 / 0.000344
XOR/XNOR: 3 / 0.000181
AND-OR/OR-AND: 2 / 0.0000861
buffers and inverters: 278 / 0.0101
flip-flops: 4246 / 0.824
multiplexers: 848 / 0.131
AND/OR/NAND/NOR: 782 / 0.0336
-- layout make-up --
class / count / area (um2) / share of cell area
Antenna cell: 99 / 248 / 0.00125
Clock buffer: 554 / 12400 / 0.0625
Clock inverter: 3673 / 15600 / 0.0788
Inverter: 2 / 7.51 / 0.0000378
Multi-Input combinational cell: 1639 / 24100 / 0.121
Sequential cell: 4246 / 120000 / 0.604
Tap cell: 6425 / 8040 / 0.0405
Timing Repair Buffer: 1834 / 18200 / 0.0919
-- layer usage --
layer	wire [um]	up-vias	part of all wire	global-route usage
met3	52100	1031	0.13	0.110
met4	21300	214	0.054	0.0806
met2	198000	3684	0.50	0.275
li1	-	35800	-	-
met5	1550	-	0.0039	0.00343
met1	123000	38000	0.31	0.176
-- where the power goes --
group	internal (W)	leakage (nW)	switching [W]
logic	0.000325	14.4	0.000290
clock network	0.00198	25.5	0.00173
registers	0.00348	38.4	0.0000641
total	0.00578	78.3	0.00209
-- tightest hold or removal path, stage by stage (launching register included) --
cell                       delay (ns)
sky130_fd_sc_hd__dfxtp_1         0.37
sky130_fd_sc_hd__nand3b_1        0.11
sky130_fd_sc_hd__a21oi_1         0.06
-- layout by cell type (no fill, tap or decap), types with 51 or more instances in the layout --
| master | count |
|---|---|
| sky130_fd_sc_hd__inv_1 | 3419 |
| sky130_fd_sc_hd__buf_4 | 116 |
| sky130_fd_sc_hd__diode_2 | 99 |
| sky130_fd_sc_hd__clkbuf_1 | 51 |
| sky130_fd_sc_hd__dfxtp_1 | 770 |
| sky130_fd_sc_hd__mux4_2 | 848 |
| sky130_fd_sc_hd__clkinv_1 | 51 |
| sky130_fd_sc_hd__clkbuf_16 | 469 |
| sky130_fd_sc_hd__and2_1 | 770 |
| sky130_fd_sc_hd__clkdlybuf4s50_1 | 1700 |
| sky130_fd_sc_hd__edfxtp_1 | 3476 |
Power and IR drop assume default switching activity.
